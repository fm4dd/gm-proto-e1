**./config.mk**
```make
export PLATFORM = sky130hd
export DESIGN_NAME = count
export DESIGN_NICKNAME = count
export VERILOG_FILES = /design/flow/design.v
export SDC_FILE = /design/flow/constraint.sdc
export NUM_CORES = 4
export LEC_CHECK = 1
export CORE_UTILIZATION = 30
```
**./constraint.sdc**
```tcl
current_design count

set clk_period 5.0
set clk_io_pct 0.2

create_clock -name clk0 -period $clk_period [get_ports {clk}]

set non_clock_inputs [all_inputs -no_clocks]
set_input_delay [expr $clk_period * $clk_io_pct] -clock clk0 $non_clock_inputs
set_output_delay [expr $clk_period * $clk_io_pct] -clock clk0 [all_outputs]
```
**./design.v**
```verilog
module count(
  input clk,
  input rst,
  input [7:0] prswi,
  output [7:0] prled,
  output [7:0] prhex0,
  output [7:0] prhex1
);
parameter pulsebreak = 23'd4999999;  
reg clk_1hz;
reg [15:0] count;
reg [24:0] pulse;
wire [4:0] data_0;
wire [4:0] data_1;
assign prled = count;
hexdigit h0 (data_0, clk_1hz, prhex0);
hexdigit h1 (data_1, clk_1hz, prhex1);
assign data_0 = prswi[0] ?count[3:0]   :20; 
assign data_1 = prswi[1] ?count[7:4]   :20;
always @(posedge clk_1hz or negedge rst)
begin
  if (!rst) count = 0;
  else count <= count + 1;
end
always @(posedge clk or negedge rst)
begin
  if (!rst) begin
    clk_1hz = 1'b1;
    pulse = 0;
  end
  else begin 
    pulse <= pulse + 1;
    if(pulse == pulsebreak) begin
      pulse <= 0;
      clk_1hz <= ~clk_1hz;
    end
  end
end
endmodule
module hexdigit(
  input wire [4:0] in,
  input wire dp,
  output reg [7:0] out
  );
always @* begin
  out = 8'b11111111;
  case(in)
    4'h0: begin  
      out[7] = 1'b1;
      out[6] = 1'b0;
      out[5] = 1'b0;
      out[4] = 1'b0;
      out[3] = 1'b0;
      out[2] = 1'b0;
      out[1] = 1'b0;
      out[0] = ~dp;
    end
    4'h1: begin  
      out[7] = 1'b1;
      out[6] = 1'b1;
      out[5] = 1'b1;
      out[4] = 1'b1;
      out[3] = 1'b0;
      out[2] = 1'b0;
      out[1] = 1'b1;
      out[0] = ~dp;
    end
    4'h2: begin  
      out[7] = 1'b0;
      out[6] = 1'b1;
      out[5] = 1'b0;
      out[4] = 1'b0;
      out[3] = 1'b1;
      out[2] = 1'b0;
      out[1] = 1'b0;
      out[0] = ~dp;
    end
    4'h3: begin  
      out[7] = 1'b0;
      out[6] = 1'b1;
      out[5] = 1'b1;
      out[4] = 1'b0;
      out[3] = 1'b0;
      out[2] = 1'b0;
      out[1] = 1'b0;
      out[0] = ~dp;
    end
     4'h4: begin  
      out[7] = 1'b0;
      out[6] = 1'b0;
      out[5] = 1'b1;
      out[4] = 1'b1;
      out[3] = 1'b0;
      out[2] = 1'b0;
      out[1] = 1'b1;
      out[0] = ~dp;
    end
    4'h5: begin  
      out[7] = 1'b0;
      out[6] = 1'b0;
      out[5] = 1'b1;
      out[4] = 1'b0;
      out[3] = 1'b0;
      out[2] = 1'b1;
      out[1] = 1'b0;
      out[0] = ~dp;
    end
    4'h6: begin  
      out[7] = 1'b0;
      out[6] = 1'b0;
      out[5] = 1'b0;
      out[4] = 1'b0;
      out[3] = 1'b0;
      out[2] = 1'b1;
      out[1] = 1'b0;
      out[0] =  ~dp;
    end
    4'h7: begin  
      out[7] = 1'b1;
      out[6] = 1'b1;
      out[5] = 1'b1;
      out[4] = 1'b1;
      out[3] = 1'b0;
      out[2] = 1'b0;
      out[1] = 1'b0;
      out[0] =  ~dp;
    end
    4'h8: begin  
      out[7] = 1'b0;
      out[6] = 1'b0;
      out[5] = 1'b0;
      out[4] = 1'b0;
      out[3] = 1'b0;
      out[2] = 1'b0;
      out[1] = 1'b0;
      out[0] =  ~dp;
    end
    4'h9: begin  
      out[7] = 1'b0;
      out[6] = 1'b0;
      out[5] = 1'b1;
      out[4] = 1'b0;
      out[3] = 1'b0;
      out[2] = 1'b0;
      out[1] = 1'b0;
      out[0] =  ~dp;
    end
    4'ha: begin  
      out[7] = 1'b0;
      out[6] = 1'b0;
      out[5] = 1'b0;
      out[4] = 1'b1;
      out[3] = 1'b0;
      out[2] = 1'b0;
      out[1] = 1'b0;
      out[0] =  ~dp;
    end
    4'hb: begin  
      out[7] = 1'b0;
      out[6] = 1'b0;
      out[5] = 1'b0;
      out[4] = 1'b0;
      out[3] = 1'b0;
      out[2] = 1'b1;
      out[1] = 1'b1;
      out[0] =  ~dp;
    end
    4'hc: begin  
      out[7] = 1'b1;
      out[6] = 1'b0;
      out[5] = 1'b0;
      out[4] = 1'b0;
      out[3] = 1'b1;
      out[2] = 1'b1;
      out[1] = 1'b0;
      out[0] =  ~dp;
    end
    4'hd: begin  
      out[7] = 1'b0;
      out[6] = 1'b1;
      out[5] = 1'b0;
      out[4] = 1'b0;
      out[3] = 1'b0;
      out[2] = 1'b0;
      out[1] = 1'b1;
      out[0] =  ~dp;
    end
    4'he: begin  
      out[7] = 1'b0;
      out[6] = 1'b0;
      out[5] = 1'b0;
      out[4] = 1'b0;
      out[3] = 1'b1;
      out[2] = 1'b1;
      out[1] = 1'b0;
      out[0] =  ~dp;
    end
    4'hf: begin  
      out[7] = 1'b0;
      out[6] = 1'b0;
      out[5] = 1'b0;
      out[4] = 1'b1;
      out[3] = 1'b1;
      out[2] = 1'b1;
      out[1] = 1'b0;
      out[0] =  ~dp;
    end
    5'b10000: out = 8'b00000000;  
    5'b10001: out = 8'b01111111;  
    5'b10010: out = 8'b11101111;  
    5'b10011: out = 8'b00100101;  
    default: out = 8'b11111111;
  endcase
end
endmodule
```
**./run.sh**
```bash
#!/bin/bash
# OpenROAD 26Q1-2900-gdf79404cd8, Yosys 0.63+post, stock flow scripts
make -C /OpenROAD-flow-scripts/flow DESIGN_CONFIG=/design/flow/config.mk WORK_HOME=/design/flow/orfs finish
```
==> insert_results.sql <==
-- physical implementation figures
INSERT INTO impl_metrics (metric_group, metric, value, unit) VALUES
('outcome', 'outcome', 'completed', ''),
('critical_path', 'cp_slowest_stage_delay', '0.62', 'ns'),
('global_routing', 'grt_util_all_layers', '11.29', '%'),
('power', 'power.combinational.fraction', '5.5', '%'),
('critical_path', 'critical_path.startpoint', 'prswi[1]', ''),
('global_routing', 'overflow', '0', ''),
('route', 'number_of_drc_violations_after_detailed_routing_iteration_0', '45', ''),
('final_timing', 'fin_crit_period', '3.295', 'ns'),
('power', 'power_per_cell_area', '149.9', 'mW/mm²'),
('route', 'antenna_cells', '0', ''),
('power', 'power_frac_clock', '36.6', '%'),
('power', 'p_sw_share', '19.53', '%'),
('clock_network', 'post_cts_resize_count', '0', ''),
('global_routing', 'global_route_wire_length_before_repair', '6775', 'µm'),
('floorplanning', 'die_ar', '0.007149', 'mm²'),
('final_timing', 'fmaxAchievable', '303.4', 'MHz'),
('final_timing', 'timing.slew.headroom', '47.96', '%'),
('critical_path', 'worstRegToRegCells', '5', ''),
('min_path', 'hold_path.startpoint', 'pulse[24]$_DFF_PN0_', ''),
('power', 'cellInternalPower', '0.0002917', 'W'),
('logic_synthesis', 'top_cell_area_share', '40.39', '%'),
('critical_path', 'path_delay_family', 'buffers and inverters', ''),
('cells_and_area', 'layout-area-overhead-vs-synth', '18.30', '%'),
('route', 'drt-total-wl', '3727', 'µm'),
('power', 'power.leakage', '0.9372', 'nW'),
('clock_network', 'cts_max_level', '1', ''),
('cells_and_area', 'ratio_of_cells_with_drive_above_1_in_the_final_layout', '7.950', '%'),
('final_timing', 'count_of_unclocked_register_or_latch_pins', '8', ''),
('final_timing', 'untimed_endpoints', '16', ''),
('logic_synthesis', 'share_of_flip_flops_with_an_asynchronous_set_or_reset_after_synthesis', '100.0', '%'),
('critical_path', 'cp.required', '4.00', 'ns'),
('logic_synthesis', 'netlist_area', '0.002044', 'mm²'),
('clock_network', 'clockRootBuffer', 'sky130_fd_sc_hd__clkbuf_8', ''),
('cells_and_area', 'final_cells', '316', ''),
('placement', 'placement.cell_area', '0.002364', 'mm²'),
('floorplanning', 'die_w', '84.55', 'µm'),
('min_path', 'cell_count_of_the_worst_hold_path', '1', ''),
('final_timing', 'totalNegativeSetupSlack', '0', 'ns'),
('final_timing', 'finalHoldViolations', '0', ''),
('placement', 'dp_cells', '312', ''),
('logic_synthesis', 'synth-edff-count', '0', ''),
('route', 'vias_per_cell', '5.079', ''),
('power', 'sequentialPowerShare', '57.9', '%'),
('clock_network', 'tritoncts', 'yes', ''),
('floorplanning', 'core_util_floorplan', '31.65', '%'),
('global_routing', 'antenna_found_initial', '0', ''),
('logic_synthesis', 'area_leaders', 'sky130_fd_sc_hd__dfrtp_1, sky130_fd_sc_hd__xnor2_1, sky130_fd_sc_hd__xor2_1', ''),
('clock_network', 'clk_pin_slew_worst_paths', '0.08', 'ns'),
('critical_path', 'crit_path_max_fanout', '8', ''),
('critical_path', 'timing.critical_path.from_type', 'primary input', ''),
('logic_synthesis', 'ys_ff', '34', ''),
('critical_path', 'crit_type', 'primary input to primary output', ''),
('logic_synthesis', 'synth_warnings', '2', ''),
('floorplanning', 'core_area', '0.006459', 'mm²'),
('clock_network', 'cts_buffer_depth', '2', ''),
('critical_path', 'worstPathCellList', 'clkdlybuf4s50_1, o31a_1, o21ai_0, clkdlybuf4s50_1', ''),
('critical_path', 'setup_slack_on_the_worst_flop_to_flop_path', '2.92', 'ns'),
('cells_and_area', 'layout_top_cells', 'sky130_fd_sc_hd__dfrtp_1, sky130_fd_sc_hd__clkdlybuf4s50_1, sky130_fd_sc_hd__nor2_1', ''),
('critical_path', 'worst-path-buf-inv', '2', ''),
('placement', 'numPortBuffers', '27', ''),
('route', 'drt_drc_violations_left', '0', ''),
('logic_synthesis', 'ys_types', '48', ''),
('clock_network', 'cts_inserted_buffers', '3', ''),
('route', 'drtPass1Iterations', '25', ''),
('clock_network', 'cts_hold_buffers', '0', ''),
('floorplanning', 'top_level_ports', '34', ''),
('power', 'power.switching', '0.00007081', 'W'),
('critical_path', 'timing.critical_path.depth', '4', ''),
('route', 'route.vias.total', '1605', ''),
('final_timing', 'setup_violations', '0', ''),
('cells_and_area', 'fill_cells', '656', '');
-- metrics by stage --
step	total power, W	util [%]	setup slack, ns	hold WS (ns)
detailed placement	0.0002348	36.59	1.715	0.4781
floorplan	0.0002170	-	2.609	0.4464
global route	0.0003800	37.45	1.603	0.5081
CTS	0.0003681	37.45	1.712	0.4927
finish	0.0003625	37.45	1.705	0.4873
global placement	0.0002347	36.59	1.710	0.4677
-- sequential cells by signal, summed over array words and instances, names as in the netlist --
register  count
clk_1hz       1
count         8
pulse        25
-- metal layers --
layer | global-route usage, % | part of all wire, %
met2 | 16.70 | 43
met4 | 0.9245 | 0.46
met5 | 0 | 0
met3 | 0.7968 | 3.7
met1 | 19.38 | 53
-- power by group through the flow --
stage | clock [W] | combinational, W | sequential, W
4_1_cts | 0.000137 | 0.0000206 | 0.000210
5_1_grt | 0.000147 | 0.0000230 | 0.000210
6_report | 0.000133 | 0.0000199 | 0.000210
-- path summary, 6_finish.rpt --
path / to
min reg2reg: pulse[24]$_DFF_PN0_
min: pulse[24]$_DFF_PN0_
max reg2reg: pulse[9]$_DFF_PN0_
min in group asynchronous: pulse[0]$_DFF_PN0_
max in group asynchronous: clk_1hz$_DFFE_PN1N_
max: prhex1[7]
-- cells in the mapped netlist, types with 3 or more instances --
| library cell | number |
|---|---|
| sky130_fd_sc_hd__o21ai_0 | 11 |
| sky130_fd_sc_hd__a21oi_1 | 8 |
| sky130_fd_sc_hd__xor2_1 | 10 |
| sky130_fd_sc_hd__o221ai_1 | 5 |
| sky130_fd_sc_hd__and4_1 | 4 |
| sky130_fd_sc_hd__buf_1 | 4 |
| sky130_fd_sc_hd__clkbuf_1 | 6 |
| sky130_fd_sc_hd__nor3_1 | 3 |
| sky130_fd_sc_hd__xnor2_1 | 19 |
| sky130_fd_sc_hd__nor2_1 | 20 |
| sky130_fd_sc_hd__nand4_1 | 9 |
| sky130_fd_sc_hd__dfrtp_1 | 33 |
| sky130_fd_sc_hd__nand3_1 | 15 |
| sky130_fd_sc_hd__and3_1 | 3 |
| sky130_fd_sc_hd__inv_1 | 7 |
| sky130_fd_sc_hd__nor2b_1 | 3 |
| sky130_fd_sc_hd__nand2b_1 | 5 |
| sky130_fd_sc_hd__nand2_1 | 15 |
| sky130_fd_sc_hd__nor3b_1 | 3 |
-- cell families (layout without fill, tap and decap cells) --
group | Yosys count | count (layout) | synth area share, %
xor+xnor | 29 | 29 | 12.42
flops | 34 | 34 | 41.68
fa+ha+maj | 3 | 3 | 1.713
compound gates | 32 | 32 | 10.04
buf+inv | 20 | 39 | 3.978
simple gates | 102 | 102 | 30.17
-- layout make-up --
cell class | instances | area [µm²] | area share [%]
Inverter | 7 | 26.28 | 1.086
Sequential cell | 34 | 852.1 | 35.23
Clock buffer | 4 | 55.05 | 2.276
Multi-Input combinational cell | 166 | 1111 | 45.94
Tap cell | 77 | 96.34 | 3.983
Timing Repair Buffer | 28 | 277.8 | 11.48
Power figures rest on the tool's default switching activity, not on a simulated workload.
