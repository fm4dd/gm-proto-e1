## run.sh

```bash
#!/bin/bash
# OpenROAD 26Q1-2900-gdf79404cd8, Yosys 0.63+post, stock flow scripts
make -C /OpenROAD-flow-scripts/flow DESIGN_CONFIG=/design/flow/config.mk WORK_HOME=/design/flow/orfs finish
```

## constraint.sdc

```tcl
current_design display

set clk_period 4.1
set clk_io_pct 0.2

create_clock -name clk0 -period $clk_period [get_ports {clk}]

set non_clock_inputs [all_inputs -no_clocks]
set_input_delay [expr $clk_period * $clk_io_pct] -clock clk0 $non_clock_inputs
set_output_delay [expr $clk_period * $clk_io_pct] -clock clk0 [all_outputs]
```

## design.v

```verilog
module display(
  input clk, 	
  input rst, 	
  output reg lcd_rs, lcd_en, lcd_rw,                               
  output reg [7:4] lcd_db
);
parameter Length  = 86;            
reg [14:0]counter;                 
integer pointer;                   
reg lsbflag;                       
wire [9:0]memory[0:Length-1];      
assign	 memory[0]={2'b00,8'h28};  
assign	 memory[2]={2'b00,8'h0E};  
assign	 memory[1]={2'b00,8'h06};  
assign	 memory[3]={2'b00,8'h01};  
assign	 memory[4]={10'd0};        
assign	 memory[5]={10'd0};        
assign	 memory[6]={10'd0};        
assign	 memory[7]={10'd0};        
assign	 memory[8]={10'd0};
assign	 memory[9]={10'd0};
assign	 memory[10]={10'd0};
assign	 memory[11]={10'd0};
assign	 memory[12]={10'd0};
assign	 memory[13]={10'd0};
assign	 memory[14]={10'd0};
assign	 memory[15]={10'd0};
assign	 memory[16]={10'd0};
assign	 memory[17]={10'd0};
assign	 memory[18]={2'b10," "};    
assign	 memory[19]={2'b00,8'h1C};  
assign	 memory[20]={2'b10,"W"};    
assign	 memory[21]={2'b10,"E"};
assign	 memory[22]={2'b10,"L"};
assign	 memory[23]={2'b10,"C"};
assign	 memory[24]={2'b10,"O"};
assign	 memory[25]={2'b10,"M"};
assign	 memory[26]={2'b10,"E"};
assign	 memory[27]={2'b10," "};
assign	 memory[28]={2'b10,"T"};
assign	 memory[29]={2'b10,"O"};
assign	 memory[30]={2'b10,":"};
assign	 memory[31]={2'b00,8'hC0};  
assign	 memory[32]={2'b10," "};    
assign	 memory[33]={2'b00,8'h1C};  
assign	 memory[34]={2'b10,"G"};    
assign	 memory[35]={2'b10,"a"};
assign	 memory[36]={2'b10,"t"};
assign	 memory[37]={2'b10,"e"};
assign	 memory[38]={2'b10,"M"};
assign	 memory[39]={2'b10,"a"};
assign	 memory[40]={2'b10,"t"};
assign	 memory[41]={2'b10,"e"};
assign	 memory[42]={2'b10," "};
assign	 memory[43]={2'b10,"E"};
assign	 memory[44]={2'b10,"1"};
assign	 memory[45]={2'b00,8'h90};  
assign	 memory[46]={2'b10," "};    
assign	 memory[47]={2'b00,8'h1C};  
assign	 memory[48]={2'b10,"-"};
assign	 memory[49]={2'b10,"-"};
assign	 memory[50]={2'b10,"-"};
assign	 memory[51]={2'b10,"-"};
assign	 memory[52]={2'b10,"-"};
assign	 memory[53]={2'b10,"-"};
assign	 memory[54]={2'b10,"-"};
assign	 memory[55]={2'b10,"-"};
assign	 memory[56]={2'b10,"-"};
assign	 memory[57]={2'b10,"-"};
assign	 memory[58]={2'b10,"-"};
assign	 memory[59]={2'b10,"-"};
assign	 memory[60]={2'b10,"-"};
assign	 memory[61]={2'b10,"-"};
assign	 memory[62]={2'b10,"-"};
assign	 memory[63]={2'b10,"-"};
assign	 memory[64]={2'b10,"-"};
assign	 memory[65]={2'b10,"-"};
assign	 memory[66]={2'b10,"-"};
assign	 memory[67]={2'b10,"-"};
assign	 memory[68]={2'b00,8'hD1};  
assign	 memory[69]={2'b10,"g"};
assign	 memory[70]={2'b10,"m"};
assign	 memory[71]={2'b10,"-"};
assign	 memory[72]={2'b10,"p"};
assign	 memory[73]={2'b10,"r"};
assign	 memory[74]={2'b10,"o"};
assign	 memory[75]={2'b10,"t"};
assign	 memory[76]={2'b10,"o"};
assign	 memory[77]={2'b10,"-"};
assign	 memory[78]={2'b10,"e"};
assign	 memory[79]={2'b10,"1"};
assign	 memory[80]={2'b10," "};
assign	 memory[81]={2'b10,"b"};
assign	 memory[82]={2'b10,"o"};
assign	 memory[83]={2'b10,"a"};
assign	 memory[84]={2'b10,"r"};
assign	 memory[85]={2'b10,"d"};
always @(posedge clk or negedge rst)
begin
  if (!rst) begin
    counter='d0;
    lcd_en='b0;
  end
  else begin
    counter=counter+1'b1;         
    if(pointer==Length+1)         
      lcd_en='b0;                 
    else lcd_en = counter[14];
  end
end
always @(negedge lcd_en)          
begin
  lcd_rs=memory[pointer][9];      
  lcd_rw=1'b0;                    
  if (!lsbflag) begin
    lcd_db=memory[pointer][7:4];  
    lsbflag=1'b1;                 
  end
  else begin
    lcd_db=memory[pointer][3:0];  
    pointer=pointer+1;            
    lsbflag=1'b0;                 
  end
end
endmodule                                                
```

## config.mk

```make
export PLATFORM = sky130hd
export DESIGN_NAME = display
export DESIGN_NICKNAME = display
export VERILOG_FILES = /design/flow/design.v
export SDC_FILE = /design/flow/constraint.sdc
export NUM_CORES = 4
export LEC_CHECK = 1
export CORE_UTILIZATION = 40
```

==> results.yml <==
# physical design summary
status:
  status: "finished, final reports clean"
yosys:
  ys_cells: 349
  syn_area_sq_mm: 0.00350
  top_cells_by_count: "edfxtp_1 (32), xnor2_1 (31), nand3_1 (29)"
  synth-edff-count: 32
  avgSynthCellArea_sq_um: 10.0
  postSynthCellCount: 349
  yosys_area_sq_mm: 0.00350
  yosysMostFrequentCell: "edfxtp_1"
  ys_seq_share_pct: 42.3
  synthFlopType: "edfxtp_1"
  synth_warnings: 1
  area_leaders: "edfxtp_1 (27%), dfrtp_1 (11%), xnor2_1 (7.8%)"
  synth.top_cell.area_share_pct: 27.5
  largest_area_cell: "edfxtp_1"
  ys.flops: 54
  synth_cell_types: 67
  async_flop_share_pct: 29.6
floorplanning:
  rows: 33
  fp_util_pct: 41.9
  die_h_um: 95.5
  ioPinCount: 9
  die_width_um: 95.5
  core-area_sq_mm: 0.00834
  dieArea_sq_mm: 0.00912
final_timing:
  hold-worst-slack_ns: 0.463
  unclocked_regs: 38
  setup_viol: 0
  finalHoldViolations: 0
  skew_ns: 0.00450
  rsz0062_at_grt: "no"
  fmax_mhz: 540
  min_period_ns: 1.85
  slew_violations: 0
  tns_ns: 0
  layout_setup_ws_ns: 2.25
  period_used_pct: 45.1
  max_slew_margin_pct: 47.3
  untimed_endpoints: 75
  worst_slew_pin_slew_ns: 0.791
global_routing:
  grt_max_degree: 39
  grt_first_pass_wirelength_um: 11800
  antenna_found_initial: 0
  grt-ovfl-total: 0
  grt_pass1_vias: 2435
  grt_usage_pct: 16.9
critical_path:
  cp_data_arrival_time_ns: 1.03
  cp-end-kind: "output port"
  critPathMaxStageDelay_ns: 0.45
  path_delay_family: "buffers and inverters"
  r2r_cells: 5
  crit_required_ns: 3.28
  crit_fanout: 2
  cp.depth: 1
  slowest_stage: "clkdlybuf4s50_1"
  cp-start-kind: "register"
  path_class: "reg2out"
  path_buffers: 1
  crit_chain: "clkdlybuf4s50_1"
clock_network:
  max-clock-path-buffers: 2
  cts_made_buffers: 3
  clock_tree.root_cell: "clkbuf_8"
  htreeDepth: 1
  clkTransAtPathRegs_ns: 0.06
  cts_resized: 0
  cts_hold_buf: 0
  clk_latency_ns: 0.25
  post_cts_buffers: 0
  cts_tree: "done"
drt:
  initialDrtViolationCount: 133
  postRouteAntennaNets: 0
  avgRoutedWirePerCell_um: 15.7
  num_antenna_cells: 0
  wl_um: 7070
  vias: 2638
  dr.pass1.iters: 4
  drc_errors: 0
  viasPerCell: 5.88
hold_path:
  holdPathStages: 1
  hold_path.class: "reg2reg"
cells_and_area:
  final_cells: 449
  stdcell_area_sq_mm: 0.00366
  final_util_pct: 43.9
  comb_area_sq_mm: 0.00184
  seqCellArea_sq_mm: 0.00148
  area_delta_synth_final_pct: 4.58
  drive_above_1_share_pct: 6.69
  nFillCells: 817
place:
  dp_cells: 445
  place_area_sq_mm: 0.00360
  hpwl_um: 4840
  io_buffers: 7
  gpl.final_weighted_congestion: 0.942
  dpl_worst_slack_ns: 2.38
run:
  maxCapViolCount: 0
  warnings: 28
pwr:
  power.total_uw: 297
  ir_drop_mv: 0.164
  powerDensity_mw_per_mm2: 81.1
  p_leak_nw: 1.29
state kept, by name, summed over array words and instances, names as in the netlist:
signal,cells
counter,15
lcd_db,4
lcd_en,1
lcd_rs,1
lsbflag,1
pointer,32
power breakdown:
part	leakage, nW	internal [mW]	switching (mW)	total (mW)
Clock	0.0288	0.0850	0.0503	0.135
Sequential	0.534	0.158	0	0.158
Combinational	0.726	0.000835	0.00278	0.00361
Total	1.29	0.244	0.0531	0.297
layout make-up:
class / instances / share of cell area [%]
tap: 105 / 3.59
timing repair buffer: 13 / 3.15
sequential: 54 / 40.5
clock buffer: 4 / 1.50
multi-input combinational: 263 / 50.2
inverter: 10 / 1.03
layout by cell type, fill, tap and decap left out, types with 4 or more instances in the layout:
master	instances
clkdlybuf4s50_1	7
clkbuf_8	4
xor2_1	15
a21oi_1	8
nor2b_1	12
buf_4	6
and4_1	8
a31oi_1	5
edfxtp_1	32
and3_1	7
nand3_1	29
dfrtp_1	16
and2_1	6
nand2_1	19
nand4_1	7
ha_1	5
dfxtp_1	6
a32oi_1	6
inv_1	10
o21ai_0	10
xnor2_1	31
nor4_1	6
nor3_1	6
nor2_1	16
worst paths after layout:
path                               end  slack (ns)        start
max                             lcd_en        2.25       lcd_en
min                        counter[14]        0.46  counter[14]
max in group asynchronous   counter[7]        2.69          rst
min in group asynchronous  counter[10]        0.98          rst
min reg2reg                counter[14]        0.46  counter[14]
max reg2reg                     lcd_en        2.59   counter[0]
cell families after synthesis:
kind of cell               Yosys count  synth area share [%]
AOI/OAI and AO/OA                   63                  13.3
xor gates and xnor gates            46                  11.5
adders and majority gates            5                  1.79
buffers and inverters               32                  5.11
DFF                                 54                  42.3
muxes                                3                 0.966
other                                1                 0.107
and+or+nand+nor                    145                  24.8
routing by layer:
metal	wire, um	global-route usage, %
met1	3360	28.1
met2	3160	25.2
met3	472	1.70
met4	75	2.24
met5	0	0
Power and IR drop assume default switching activity.
