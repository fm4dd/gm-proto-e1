===== /design/flow/config.mk =====
export PLATFORM = sky130hd
export DESIGN_NAME = button
export DESIGN_NICKNAME = button
export VERILOG_FILES = /design/flow/design.v
export SDC_FILE = /design/flow/constraint.sdc
export NUM_CORES = 4
export LEC_CHECK = 1
export CORE_UTILIZATION = 40

===== /design/flow/constraint.sdc =====
current_design button

set clk_period 3.7
set clk_io_pct 0.2

create_clock -name clk0 -period $clk_period [get_ports {clk}]

set non_clock_inputs [all_inputs -no_clocks]
set_input_delay [expr $clk_period * $clk_io_pct] -clock clk0 $non_clock_inputs
set_output_delay [expr $clk_period * $clk_io_pct] -clock clk0 [all_outputs]

===== /design/flow/design.v =====
module button(
   input wire clk,
   input wire rst,
   input wire [1:0] prbtn,
   output wire [7:0] prled,
   output wire [7:0] prhex0,
   output wire [7:0] prhex1
);
wire [4:0] data_0;
wire [4:0] data_1;
reg [7:0] lednum;
reg [22:0] div;
reg [1:0] mode;
reg speed;
reg dir;
assign prled = ~lednum;
hexdigit h0 (data_0, 1'b0, prhex0);
hexdigit h1 (data_1, 1'b0, prhex1);
assign  data_0 = mode;
assign  data_1 = dir? 5'd11 : 5'd15;
get_speed sp (clk, rst, div, speed);
reg btn0, btn1;
wire btn0_down, btn1_down;
wire btn0_up, btn1_up;
debounce d0 (prbtn[0], clk, btn0, btn0_down, btn0_up);
debounce d1 (prbtn[1], clk, btn1, btn1_down, btn1_up);
always @(posedge clk or negedge rst)
begin
  if (!rst) begin
    mode <= 2'd0;
    dir <= 1'b0;
  end
  else begin
    if(btn0_down) mode = mode + 1;  
    if(btn1_down) dir = ~dir;       
  end
end
always @(posedge speed or negedge rst)
begin
  if(!rst) begin
    lednum = 8'b11111110;   
  end
  else begin
    case (mode)
      0: div = 23'd549999;   
      1: div = 23'd1249999;  
      2: div = 23'd2499999;  
      3: div = 23'd4999999;  
    endcase
    if(!dir)    
      if(lednum != 8'b01111111) begin
        lednum[7] = lednum[6];
        lednum[6] = lednum[5];
        lednum[5] = lednum[4];
        lednum[4] = lednum[3];
        lednum[3] = lednum[2];
        lednum[2] = lednum[1];
        lednum[1] = lednum[0];
        lednum[0] = 1'b1;
      end
      else lednum = 8'b11111110;
    else begin   
      if(lednum != 8'b11111110) begin
        lednum[0] = lednum[1];
        lednum[1] = lednum[2];
        lednum[2] = lednum[3];
        lednum[3] = lednum[4];
        lednum[4] = lednum[5];
        lednum[5] = lednum[6];
        lednum[6] = lednum[7];
        lednum[7] = 1'b1;
      end
      else lednum = 8'b01111111;
    end
  end
end
endmodule
module get_speed(
  input wire clk,
  input wire rst,
  input reg [22:0] div,
  output reg clk_out
);
reg [22:0] count;
always @(posedge clk or negedge rst)
begin
  if (!rst) begin
    clk_out = 1'b1;
    count = 0;
  end
  else begin 
    count <= count + 1;
    if(count == div) begin
      count <= 0;
      clk_out <= ~clk_out;
    end
  end
end
endmodule
module hexdigit(
  input wire [4:0] in,
  input wire dp,
  output reg [7:0] out
  );
always @* begin
  out = 8'b11111111;
  case(in)
    4'h0: begin  
      out[7] = 1'b1;
      out[6] = 1'b0;
      out[5] = 1'b0;
      out[4] = 1'b0;
      out[3] = 1'b0;
      out[2] = 1'b0;
      out[1] = 1'b0;
      out[0] = ~dp;
    end
    4'h1: begin  
      out[7] = 1'b1;
      out[6] = 1'b1;
      out[5] = 1'b1;
      out[4] = 1'b1;
      out[3] = 1'b0;
      out[2] = 1'b0;
      out[1] = 1'b1;
      out[0] = ~dp;
    end
    4'h2: begin  
      out[7] = 1'b0;
      out[6] = 1'b1;
      out[5] = 1'b0;
      out[4] = 1'b0;
      out[3] = 1'b1;
      out[2] = 1'b0;
      out[1] = 1'b0;
      out[0] = ~dp;
    end
    4'h3: begin  
      out[7] = 1'b0;
      out[6] = 1'b1;
      out[5] = 1'b1;
      out[4] = 1'b0;
      out[3] = 1'b0;
      out[2] = 1'b0;
      out[1] = 1'b0;
      out[0] = ~dp;
    end
     4'h4: begin  
      out[7] = 1'b0;
      out[6] = 1'b0;
      out[5] = 1'b1;
      out[4] = 1'b1;
      out[3] = 1'b0;
      out[2] = 1'b0;
      out[1] = 1'b1;
      out[0] = ~dp;
    end
    4'h5: begin  
      out[7] = 1'b0;
      out[6] = 1'b0;
      out[5] = 1'b1;
      out[4] = 1'b0;
      out[3] = 1'b0;
      out[2] = 1'b1;
      out[1] = 1'b0;
      out[0] = ~dp;
    end
    4'h6: begin  
      out[7] = 1'b0;
      out[6] = 1'b0;
      out[5] = 1'b0;
      out[4] = 1'b0;
      out[3] = 1'b0;
      out[2] = 1'b1;
      out[1] = 1'b0;
      out[0] =  ~dp;
    end
    4'h7: begin  
      out[7] = 1'b1;
      out[6] = 1'b1;
      out[5] = 1'b1;
      out[4] = 1'b1;
      out[3] = 1'b0;
      out[2] = 1'b0;
      out[1] = 1'b0;
      out[0] =  ~dp;
    end
    4'h8: begin  
      out[7] = 1'b0;
      out[6] = 1'b0;
      out[5] = 1'b0;
      out[4] = 1'b0;
      out[3] = 1'b0;
      out[2] = 1'b0;
      out[1] = 1'b0;
      out[0] =  ~dp;
    end
    4'h9: begin  
      out[7] = 1'b0;
      out[6] = 1'b0;
      out[5] = 1'b1;
      out[4] = 1'b0;
      out[3] = 1'b0;
      out[2] = 1'b0;
      out[1] = 1'b0;
      out[0] =  ~dp;
    end
    4'ha: begin  
      out[7] = 1'b0;
      out[6] = 1'b0;
      out[5] = 1'b0;
      out[4] = 1'b1;
      out[3] = 1'b0;
      out[2] = 1'b0;
      out[1] = 1'b0;
      out[0] =  ~dp;
    end
    4'hb: begin  
      out[7] = 1'b0;
      out[6] = 1'b0;
      out[5] = 1'b0;
      out[4] = 1'b0;
      out[3] = 1'b0;
      out[2] = 1'b1;
      out[1] = 1'b1;
      out[0] =  ~dp;
    end
    4'hc: begin  
      out[7] = 1'b1;
      out[6] = 1'b0;
      out[5] = 1'b0;
      out[4] = 1'b0;
      out[3] = 1'b1;
      out[2] = 1'b1;
      out[1] = 1'b0;
      out[0] =  ~dp;
    end
    4'hd: begin  
      out[7] = 1'b0;
      out[6] = 1'b1;
      out[5] = 1'b0;
      out[4] = 1'b0;
      out[3] = 1'b0;
      out[2] = 1'b0;
      out[1] = 1'b1;
      out[0] =  ~dp;
    end
    4'he: begin  
      out[7] = 1'b0;
      out[6] = 1'b0;
      out[5] = 1'b0;
      out[4] = 1'b0;
      out[3] = 1'b1;
      out[2] = 1'b1;
      out[1] = 1'b0;
      out[0] =  ~dp;
    end
    4'hf: begin  
      out[7] = 1'b0;
      out[6] = 1'b0;
      out[5] = 1'b0;
      out[4] = 1'b1;
      out[3] = 1'b1;
      out[2] = 1'b1;
      out[1] = 1'b0;
      out[0] =  ~dp;
    end
    5'b10000: out = 8'b00000000;  
    5'b10001: out = 8'b01111111;  
    5'b10010: out = 8'b11101111;  
    5'b10011: out = 8'b00100101;  
    default: out = 8'b11111111;
  endcase
end
endmodule
module debounce(
  input btn,
  input clk,
  output reg btn_state,
  output btn_down,
  output btn_up
);
reg btn_sync_0;
always @(posedge clk) btn_sync_0 <= ~btn;   
reg btn_sync_1;
always @(posedge clk) btn_sync_1 <= btn_sync_0;
reg [15:0] btn_cnt;
wire btn_idle = (btn_state==btn_sync_1);
wire btn_cnt_max = &btn_cnt;	            
always @(posedge clk)
if(btn_idle) btn_cnt <= 0;                  
else
begin
  btn_cnt <= btn_cnt + 16'd1;               
  if(btn_cnt_max) btn_state <= ~btn_state;  
end
assign btn_down = ~btn_idle & btn_cnt_max & ~btn_state;
assign btn_up   = ~btn_idle & btn_cnt_max &  btn_state;
endmodule

===== /design/flow/run.sh =====
#!/bin/bash
# OpenROAD 26Q1-2900-gdf79404cd8, Yosys 0.63+post, stock flow scripts
make -C /OpenROAD-flow-scripts/flow DESIGN_CONFIG=/design/flow/config.mk WORK_HOME=/design/flow/orfs finish

==> results.txt <==
On the backend side, the flow ran end to end.

The final weighted congestion in routability-driven placement stands at 0.875. The routed via count stands at 2441. Across every metal layer, demand over resource in global routing totals 13.9%. The fraction of the yosys area taken by sequential cells stands at 53.1%. The final number of hold-violating endpoints stands at 0.

Per the Yosys statistics, synthesis produced 369 cells. Summed over all instances, the cell type with the most area after synthesis is sky130_fd_sc_hd__dfxtp_1. The commonest register cell is sky130_fd_sc_hd__dfxtp_1. The relative slew slack stands at 49.5%. The global-route wire length before repair stands at 10.5 mm. The routed wire length per instance stands at 11.9 um.

The path class of the tightest hold or removal check is reg2reg. Per the hold report, the tightest min-delay path originates at d0.btn_sync_0. Along the critical path, the tally of buffer and inverter instances is 3. The chip area line of the yosys report stands at 0.00365 mm2. Buffers placed on the I/O ports in this run total 21.

The most frequently used library cell after synthesis is sky130_fd_sc_hd__nor2_1. The total DRC errors in the routed layout stands at 0. For this design, the CTS-stage hold fixing added 0 buffers. Max-slew check failures listed in the final report amount to 0.

In the final layout, flip-flops and latches occupy 0.00194 mm2. The clock latency on the worst-skew pair stands at 340 ps. The instance count of the mapped netlist stands at 369.

The count of endpoints without a timing constraint stands at 34. The final hold slack stands at 329 ps. The number of instances on the worst hold path stands at 0. OpenROAD emitted warnings numbering 28.

Relative to the synthesized area, the layout overhead comes to 13.2%. Entering global routing, the biggest net connects 45 pins. In the final timing run, aggregate negative setup slack is 0 ps. The layout cell share with drive strength beyond 1 stands at 9.50%. The count of maximum capacitance violations stands at 0. The power density relative to cell area stands at 327 mW/mm2. The last timing report of the flow puts the setup violation total at 0. Per the detail_route report, vias per standard cell equal 4.81. The run finished with clean final reports.

After layout, the worst path uses 72.7% of the clock period. The count of TritonRoute iterations in the first routing pass stands at 4. The critical path goes through inv_1, ha_1, nor2_1, inv_1, nor2_1, clkdlybuf4s50_1. The via count of the first global-routing pass came to 2248. Setup repair after global routing left no endpoint under its margin.

STA classifies the critical path startpoint as a register. The kind of cell with the highest combined delay along the critical path is buffers and inverters. The horizontal die dimension stands at 97.5 um.

Hold analysis lists the worst path endpoint as d0.btn_sync_1. The global route stage reports its total congestion overflow as 0. The count of antenna diodes in the layout stands at 0. The total power draw stands at 1.35 mW. The count of distinct cell types in the synthesized netlist stands at 37. TritonCTS built the clock tree.

Looking at the critical path, the highest net fanout was 4. Summed over all nets, the half-perimeter wirelength after detailed placement is 4.19 mm. The DRC violation total after the first TritonRoute iteration stands at 61.

Looking at the post-CTS report, the setup buffer insertion count equals 0. The floorplan core area stands at 0.00876 mm2. The count of flip-flops with a built-in enable after synthesis stands at 11. Looking at the reg2reg group, the worst path starts from sp.count[0]. The final routed wirelength across all metal layers stands at 6.02 mm. The clock tree synthesis step divided the H-tree into 3 levels. The warning tally printed by Yosys for this design is 4. The initial utilization of the core area, before any placement, comes to 41.6%. After layout, the worst setup slack is 1010 ps. The area of the die stands at 0.00950 mm2. The main area contributors are sky130_fd_sc_hd__dfxtp_1 (20%), sky130_fd_sc_hd__dfrtp_1 (19%), sky130_fd_sc_hd__xor2_1 (9.8%). The share of the synthesized area in the top cell type stands at 19.8%. Setup slack on the worst reg-to-reg path comes out at 1500 ps. The maximum count of clock buffers along a single path stands at 2. The analysis attributes to cell leakage a power of 1.82 nW. According to the I/O placement log, the pin count is 28. In this run the critical register-to-register path is captured at sp.clk_out. The layout report lists the multi-input gate area as 0.00154 mm2.

Cells fill 47.1% of the core in the end. For reference, the most critical setup path is categorized as reg2out. CTS placed an instance of sky130_fd_sc_hd__clkbuf_8 at the clock tree root. For this run, the slowest stage of the critical path takes 480 ps.

The top achievable clock speed stands at 372 MHz. The worst-margin pin slew stands at 752 ps. The synthesized design contains 82 register bits. The async set or reset register ratio after synthesis stands at 42.7%. The maximum vdd ir drop stands at 0.000177 V. The mean area per synthesized cell stands at 9.88 um2.

The data required time of the critical path stands at 2960 ps. CTS added clock buffers totalling 9. The timer found 17 register pins that no clock reaches; their paths are not timed. The critical path's slowest stage uses the library cell sky130_fd_sc_hd__clkdlybuf4s50_1. Counting instances in the post-synthesis netlist gives the leading cell types as sky130_fd_sc_hd__nor2_1 (63), sky130_fd_sc_hd__xor2_1 (41), sky130_fd_sc_hd__dfxtp_1 (36).

Post-CTS repair ended up resizing 0 cells. The smallest clock period supported by the final layout is computed as 2690 ps. Data on the critical path arrives at its endpoint at 1950 ps. In the final run the clock tree shows a worst skew of 9.66 ps. In the final layout, the fill cell count is 810. The row count stands at 34. The initial antenna violation count stands at 0. Measured along the y axis, the die boundary spans 97.5 um. STA classifies the critical path endpoint as a primary output. After clock tree synthesis, the clock-pin slew on the worst setup and hold paths is 70 ps. The cell area after synthesis stands at 0.00365 mm2. The number of cells on the worst reg-to-reg path stands at 6. The worst setup slack after placement stands at 1370 ps. Nets still carrying antenna violations after routing amount to 0.
-- registers in the layout (all words and copies together), names as in the netlist --
| register | count |
|---|---|
| d0.btn_cnt | 16 |
| d0.btn_state | 1 |
| d0.btn_sync_0 | 1 |
| d0.btn_sync_1 | 1 |
| d1.btn_cnt | 16 |
| d1.btn_state | 1 |
| d1.btn_sync_0 | 1 |
| d1.btn_sync_1 | 1 |
| dir | 1 |
| div | 9 |
| lednum | 8 |
| mode | 2 |
| sp.clk_out | 1 |
| sp.count | 23 |
-- worst max-delay path by stage --
stage,start,endpoint,slack [ps],depth (start not counted)
CTS,mode[0],prhex0[2],990,6
global route,mode[0],prhex0[2],820,6
finish,mode[0],prhex0[2],1010,6
-- metrics by stage --
stage | area (um2) | instances
after floorplan | 3660 | 373
after global placement | 3930 | 492
after detailed placement | 3930 | 492
after CTS | 4130 | 508
after global routing | 4130 | 508
final | 4130 | 508
-- final cells by class --
class | count | share of cell area (%)
Tap cell | 108 | 3.27
Clock buffer | 10 | 3.09
Inverter | 20 | 1.82
Timing Repair Buffer | 26 | 5.88
Sequential cell | 82 | 46.9
Multi-Input combinational cell | 256 | 37.4
Clock inverter | 6 | 1.64
-- logic make-up (layout without fill, tap and decap cells) --
| kind of cell | count (synthesis) | after routing | synth area share [%] |
|---|---|---|---|
| other cells | 2 | 6 | 0.206 |
| mux | 1 | 1 | 0.275 |
| compound gates | 15 | 15 | 2.27 |
| xor+xnor | 58 | 58 | 13.9 |
| fa+ha+maj | 7 | 7 | 2.40 |
| simple gates | 169 | 169 | 22.9 |
| buf+inv | 35 | 62 | 4.94 |
| flops | 82 | 82 | 53.1 |
-- cells in the final DEF (no fill, tap or decap), types with 5 or more instances in the layout --
cell | netlist | final
sky130_fd_sc_hd__and3_1 | 10 | 10
sky130_fd_sc_hd__buf_4 | 9 | 5
sky130_fd_sc_hd__clkbuf_8 | 0 | 9
sky130_fd_sc_hd__clkdlybuf4s50_1 | 0 | 20
sky130_fd_sc_hd__conb_1 | 2 | 6
sky130_fd_sc_hd__dfrtp_1 | 27 | 27
sky130_fd_sc_hd__dfstp_2 | 8 | 8
sky130_fd_sc_hd__dfxtp_1 | 36 | 36
sky130_fd_sc_hd__edfxtp_1 | 11 | 11
sky130_fd_sc_hd__ha_1 | 7 | 7
sky130_fd_sc_hd__inv_1 | 20 | 20
sky130_fd_sc_hd__nand2_1 | 24 | 24
sky130_fd_sc_hd__nand3_1 | 26 | 26
sky130_fd_sc_hd__nand4_1 | 12 | 12
sky130_fd_sc_hd__nor2_1 | 63 | 63
sky130_fd_sc_hd__nor3_1 | 9 | 9
sky130_fd_sc_hd__nor4_1 | 5 | 5
sky130_fd_sc_hd__o21ai_0 | 8 | 8
sky130_fd_sc_hd__xnor2_1 | 17 | 17
sky130_fd_sc_hd__xor2_1 | 41 | 41
-- power by group --
group          internal [mW]  switching [mW]  leakage [nW]
sequential             0.717         0.00610         0.837
combinational         0.0108          0.0193         0.888
clock                  0.313           0.282        0.0929
-- metal layers --
metal / GRT usage [%] / vias to the layer above / share of wire, %
met5: 0 / - / 0
met4: 2.49 / 0 / 1.6
met3: 4.10 / 12 / 4.3
met2: 21.0 / 41 / 45
met1: 20.9 / 1131 / 49
li1: - / 1257 / -
-- worst reg2reg max path, stage by stage (launching register included) --
cell,delay (ps)
sky130_fd_sc_hd__dfrtp_1,390
sky130_fd_sc_hd__ha_1,210
sky130_fd_sc_hd__nand3_2,150
sky130_fd_sc_hd__or4_4,520
sky130_fd_sc_hd__nor4_4,400
sky130_fd_sc_hd__buf_4,300
sky130_fd_sc_hd__xor2_1,170
Power and IR drop assume default switching activity.
